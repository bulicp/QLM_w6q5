==> design.v <==
module QLM_w6q5(
    input [15:0] x,
    input [15:0] y,
    output [31:0] p
    );
    wire [15:0] x_abs;
    assign x_abs = x ^ {16{x[15]}};
    wire [15:0] k_x0;
    wire zero_x0;
    wire [3:0] k_x0_enc;
    LOD16 lod_x0(
        .data_i(x_abs),
        .zero_o(zero_x0),
        .data_o(k_x0),
        .data_enc(k_x0_enc));
    wire [4:0] x_shift;
    LBarrel Lshift_x0(
        .data_i(x_abs),
        .shift_i(k_x0),
        .data_o(x_shift));
    wire [15:0] y_abs;
    assign y_abs = y ^ {16{y[15]}};
    wire [15:0] k_y0;
    wire zero_y0;
    wire [3:0] k_y0_enc;
    LOD16 lod_y0(
        .data_i(y_abs),
        .zero_o(zero_y0),
        .data_o(k_y0),
        .data_enc(k_y0_enc));
    wire [4:0] y_shift;
    LBarrel Lshift_y0(
        .data_i(y_abs),
        .shift_i(k_y0),
        .data_o(y_shift));
    wire [9:0] x_log;
    wire [9:0] y_log;
    wire [9:0] p_log;
    assign x_log = {1'b0,k_x0_enc,x_shift};
    assign y_log = {1'b0,k_y0_enc,y_shift};
    assign p_log = x_log + y_log;
    wire [21:0] p_l1b;
    wire [5:0] l1_input;
    assign l1_input = {1'b1,p_log[4:0]};
    L1Barrel L1shift_plog(
        .data_i(l1_input),
        .shift_i(p_log[8:5]),
        .data_o(p_l1b));
    wire [10:0] p_low;
    wire not_k_l5 = ~p_log[9];
    assign p_low = p_l1b[15:5] & {11{not_k_l5}};
    wire [5:0] p_med;
    assign p_med = p_log[9] ? p_l1b[5:0] : p_l1b[21:16];
    wire [14:0] p_high;
    assign p_high = p_l1b[20:6] & {15{p_log[9]}};
    wire [31:0] PP_abs;
    assign PP_abs = {p_high,p_med,p_low};
    wire p_sign;
    wire [31:0] PP_temp;
    assign p_sign = x[15] ^ y[15];
    assign PP_temp = PP_abs ^ {32{p_sign}};
    wire notZeroA, notZeroB, notZeroD;
    assign notZeroA = ~zero_x0 ;
    assign notZeroB = ~zero_y0 ;
    assign notZeroD = notZeroA & notZeroB;
    assign p = notZeroD? PP_temp : 32'b0;
endmodule
module LOD16(
    input [15:0] data_i,
    output zero_o,
    output [15:0] data_o,
    output [3:0] data_enc
    );
    wire [15:0] z;
    wire [3:0] zdet;
    wire [3:0] select;
    assign zdet[3] = |(data_i[15:12]);
    assign zdet[2] = |(data_i[11:8]) ;
    assign zdet[1] = |(data_i[7:6]) ;
    assign zdet[0] =   data_i[5];
    assign zero_o = ~( zdet[3]  | zdet[2] | zdet[1] | zdet[0] );
    LOD4 lod4_2 (
        .data_i(data_i[15:12]), 
        .data_o(z[15:12])
    );
    LOD4 lod4_1 (
        .data_i(data_i[11:8]), 
        .data_o(z[11:8])
    );
    LOD2 lod2_0 (
        .data_i(data_i[7:6]), 
        .data_o(z[7:6])
        );
    assign z[5] = data_i[5];
    assign z[4:0] = 5'b0;
    LOD4 Middle(
        .data_i(zdet), 
        .data_o(select)       
    );
	wire [11:0] tmp_out;
    Muxes2in1Array4 Inst_MUX214_3 (
        .data_i(z[15:12]), 
        .select_i(select[3]), 
        .data_o(tmp_out[11:8])
    );
	Muxes2in1Array4 Inst_MUX214_2 (
        .data_i(z[11:8]), 
        .select_i(select[2]), 
        .data_o(tmp_out[7:4])
    );
	Muxes2in1Array2 Inst_MUX214_1 (
        .data_i(z[7:6]), 
        .select_i(select[1]), 
        .data_o(tmp_out[3:2])
    );
    assign tmp_out[1] = select[0] ? z[5] : 1'b0;
    assign tmp_out[0] = 1'b0;
    wire [2:0] low_enc; 
    assign low_enc = tmp_out[3:1] | tmp_out[7:5] | tmp_out[11:9];
    assign data_enc[3] = select[3] | select[2];
    assign data_enc[2] = select[3] | select[1];
    assign data_enc[1] = low_enc[2] | low_enc[1];
    assign data_enc[0] = low_enc[2] | low_enc[0];
    assign data_o[15:4] = tmp_out;
    assign data_o[3:0] = 4'b0;
endmodule
module LOD2(
    input [1:0] data_i,
    output [1:0] data_o
    );
	 assign data_o[1] = data_i[1];
	 assign data_o[0] =(~data_i[1] & data_i[0]);
endmodule
module LOD4(
    input [3:0] data_i,
    output [3:0] data_o
    );
    wire mux0;
    wire mux1;
    wire mux2;
    assign mux2 = (data_i[3]==1) ? 1'b0 : 1'b1;
    assign mux1 = (data_i[2]==1) ? 1'b0 : mux2;
    assign mux0 = (data_i[1]==1) ? 1'b0 : mux1;
    assign data_o[3] = data_i[3];
    assign data_o[2] =(mux2 & data_i[2]);
    assign data_o[1] =(mux1 & data_i[1]);
    assign data_o[0] =(mux0 & data_i[0]);
endmodule
module Muxes2in1Array2(
    input [1:0] data_i,
    input select_i,
    output [1:0] data_o
    );
	assign data_o[1] = select_i ? data_i[1] : 1'b0;
	assign data_o[0] = select_i ? data_i[0] : 1'b0;
endmodule
module Muxes2in1Array4(
    input [3:0] data_i,
    input select_i,
    output [3:0] data_o
    );
	assign data_o[3] = select_i ? data_i[3] : 1'b0;
	assign data_o[2] = select_i ? data_i[2] : 1'b0;
	assign data_o[1] = select_i ? data_i[1] : 1'b0;
	assign data_o[0] = select_i ? data_i[0] : 1'b0;
endmodule
module LBarrel(
    input [15:0] data_i,
    input [15:0] shift_i,
    output [4:0] data_o);
    assign data_o[4] = |(data_i[13:5] & shift_i[14:6]);
    assign data_o[3] = |(data_i[12:5] & shift_i[14:7]);
    assign data_o[2] = |(data_i[11:5] & shift_i[14:8]);
    assign data_o[1] = |(data_i[10:5] & shift_i[14:9]);
    assign data_o[0] = |(data_i[9:5] & shift_i[14:10]);
endmodule
module L1Barrel(
    input [5:0] data_i,
    input [3:0] shift_i,
    output reg [21:0] data_o);
    always @*
        case (shift_i)
           4'b0000: data_o = data_i;
           4'b0001: data_o = data_i << 1;
           4'b0010: data_o = data_i << 2;
           4'b0011: data_o = data_i << 3;
           4'b0100: data_o = data_i << 4;
           4'b0101: data_o = data_i << 5;
           4'b0110: data_o = data_i << 6;
           4'b0111: data_o = data_i << 7;
           4'b1000: data_o = data_i << 8;
           4'b1001: data_o = data_i << 9;
           4'b1010: data_o = data_i << 10;
           4'b1011: data_o = data_i << 11;
           4'b1100: data_o = data_i << 12;
           4'b1101: data_o = data_i << 13;
           4'b1110: data_o = data_i << 14;
           default: data_o = data_i << 15;
        endcase
endmodule
module mult_top(
    input clk,
    input  [15:0] x,
    input  [15:0] y,
    output reg [31:0] p_out
    );
    wire [31:0] P_vec;
    reg [15:0] X_vec;
    reg [15:0] Y_vec;
    QLM_w6q5 mult(X_vec,Y_vec,P_vec); 
    always @(posedge clk) 
    begin
        p_out = P_vec;
        X_vec = x;
        Y_vec = y;
    end
endmodule 
==> run.sh <==
#!/bin/bash
# OpenROAD 26Q1-2900-gdf79404cd8, Yosys 0.63+post, stock flow scripts
make -C /OpenROAD-flow-scripts/flow DESIGN_CONFIG=/design/flow/config.mk WORK_HOME=/design/flow/orfs finish
==> config.mk <==
export PLATFORM = sky130hd
export DESIGN_NAME = mult_top
export DESIGN_NICKNAME = mult_top
export VERILOG_FILES = /design/flow/design.v
export SDC_FILE = /design/flow/constraint.sdc
export NUM_CORES = 4
export LEC_CHECK = 1
export CORE_UTILIZATION = 50
==> constraint.sdc <==
current_design mult_top

set clk_period 11.3
set clk_io_pct 0.2

create_clock -name clk0 -period $clk_period [get_ports {clk}]

set non_clock_inputs [all_inputs -no_clocks]
set_input_delay [expr $clk_period * $clk_io_pct] -clock clk0 $non_clock_inputs
set_output_delay [expr $clk_period * $clk_io_pct] -clock clk0 [all_outputs]
==> results.txt <==
global-route wire length before repair = 18990 µm
reported max-cap violation count = 0
maximum clock frequency = 0.1727 GHz
cell count after synthesis = 587
critical path depth in cells = 17
grt total ovfl = 0
count of unique library cells instantiated by Yosys = 79
Worst Path Required = 11.53 ns
post-CTS sizing = 0
share of power burned in combinational logic = 0.529
number of logged tool warnings = 36
maximum fanout along the worst path = 19
buffer depth of the longest clock path = 2
iteration tally of the first detailed-router pass = 5
area after detailed placement = 4925 µm²
insertion delay to the later sink of the worst-skew pair = 0.32 ns
kind of end point of the critical path = flip-flop
Antenna Cells = 0
wire length reported by the detailed router = 11480 µm
post-route cell area = 5022 µm²
filler cell count in the final layout = 820
number of buffers created by CTS = 5
clock sink count = 54
cells in synth_stat.txt = 587
Core Area = 8678 µm²
average routed wire per standard cell = 16.17 µm
number of vias in the routed layout = 4512
chip area = 9275 µm²
GP Congestion = 0.9294
number of pins with negative max-slew slack in the final report = 0
number of placement rows = 34
floorplan utilization = 0.5124
H-tree lvl count = 2
post-synth tally of flip-flops with integrated enable = 0
CTS hold repair buffers = 0
slowest cell on the critical path = sky130_fd_sc_hd__dfxtp_1
Area growth syn-to-layout = 12.94%
number of ports placed on the die boundary = 65
Critical Path Start Type = flip-flop
Routed Antenna Nets = 0
largest net degree at the start of global routing = 36
sequential share of power = 0.319
Synthesis Warnings = 2
Internal Dissipation = 0.0004607 W
proportion of layout cells with a drive suffix above 1 = 0.05648
final worst-path cycle share = 0.5124
buffer type at the clock tree root = sky130_fd_sc_hd__clkbuf_8
sequential fraction of the synthesis area = 0.2431
Mapped Avg Cell Area = 7.575 µm²
result of the run = finished clean
top_reg_cell synth = sky130_fd_sc_hd__dfxtp_1
dominant cell type by count on the critical path = sky130_fd_sc_hd__o21a_1
number of buffers added for setup after CTS = 0
worst slew margin relative to its limit = 0.4736
biggest cell delay along the critical path = 0.72 ns
Pleak = 1.876 nW
clock-pin slew on the worst setup and hold paths = 0.11 ns
critical path class = reg2reg
Pwr Density = 154.4 nW/µm²
HPWL after detailed placement = 8234 µm
cell family with the largest share of critical-path delay = AND-OR/OR-AND gates
First DRT Iteration DRCs = 354
initial antenna violation count = 0
total net switching power = 0.0003146 W
unrepaired setup endpoints after global routing = no
Finish-stage setup viols = 0
Worst Tran Pin Value = 0.7698 ns
clock period minus final worst setup slack = 5.790 ns
horizontal die dimension = 96.31 µm
total of flip-flops plus latches after synthesis = 54
fin util = 0.5787
fraction of registers with async set or reset after synthesis = 0
setup clock skew after layout = 0.008710 ns
hold violation count in the final report = 0
yosys stat area = 4447 µm²
summed negative setup slack over all endpoints = 0 ns
total global-route track usage = 0.2628
ordered list of cells on the worst path = or3_1 > o21ai_1 > o21ai_0 > nor2_1 > a2111oi_0 > o32ai_1 > a21oi_1 > o21ai_0 > ha_1 > o21a_1 > a31oi_2 > o21a_1 > o21a_1 > a211oi_1 > or3_1 > mux2i_1 > a211oi_1
number of I/O port buffers = 54
depth of the worst register-to-register path = 17
number of instances on the worst hold path = 4
residual DRC count = 0
arrival time at the worst endpoint = 6.02 ns
via count of the first global-routing pass = 3822
Die Span Y = 96.31 µm
clock tree from TritonCTS = yes
number of buffers and inverters on the critical path = 0
Via density = 6.355
Max IR drop VDD = 0.08499 mV
switching power share of the total = 0.4058
worst min-delay path class = reg2reg
Mapped Area = 4447 µm²
fraction of power consumed by the clock network = 0.152
==> layout make-up <==
| class | count | area [µm²] | area share |
|---|---|---|---|
| Multi-Input combinational cell | 466 | 3067 | 0.6106 |
| Sequential cell | 54 | 1081 | 0.2152 |
| Timing Repair Buffer | 61 | 593.1 | 0.1181 |
| Tap cell | 108 | 135.1 | 0.02691 |
| Clock buffer | 5 | 68.82 | 0.01370 |
| Inverter | 13 | 48.80 | 0.009716 |
| Clock inverter | 3 | 28.78 | 0.005730 |
==> path summary, 6_finish.rpt <==
check,startpoint,to,slack (ns)
max,X_vec[14]$_DFF_P_,p_out[11]$_SDFF_PN0_,5.51
min reg2reg,Y_vec[5]$_DFF_P_,p_out[29]$_SDFF_PN0_,1.07
min,Y_vec[5]$_DFF_P_,p_out[29]$_SDFF_PN0_,1.07
max reg2reg,X_vec[14]$_DFF_P_,p_out[11]$_SDFF_PN0_,5.51
==> routing by layer <==
metal  vias up  share of wire  track usage
li1       2238              -            -
met2       182           0.42       0.3883
met5         -              0            0
met3        12          0.073      0.03052
met4         0          0.011      0.02819
met1      2080           0.49       0.4264
==> state kept, by name, summed over array words and instances (netlist names) <==
name	flops
X_vec	11
Y_vec	11
p_out	32
==> stage by stage <==
| stage | hold WS (ns) | cells | setup WS, ns | total power (W) |
|---|---|---|---|---|
| floorplan | 0.8239 | 587 | 6.840 | 0.0005326 |
| global placement | 1.026 | 702 | 5.764 | 0.0006526 |
| detailed placement | 1.045 | 702 | 5.711 | 0.0006552 |
| CTS | 1.075 | 710 | 5.687 | 0.0007751 |
| global route | 1.157 | 710 | 4.987 | 0.0008430 |
| finish | 1.071 | 710 | 5.510 | 0.0007753 |
==> synth_stat cells (12+ instances only) <==
| cell | number | area share |
|---|---|---|
| sky130_fd_sc_hd__dfxtp_1 | 54 | 0.24 |
| sky130_fd_sc_hd__inv_1 | 13 | 0.011 |
| sky130_fd_sc_hd__o31ai_1 | 13 | 0.022 |
| sky130_fd_sc_hd__clkbuf_1 | 30 | 0.025 |
| sky130_fd_sc_hd__o21a_1 | 13 | 0.022 |
| sky130_fd_sc_hd__o22ai_1 | 13 | 0.018 |
| sky130_fd_sc_hd__o21ai_0 | 42 | 0.047 |
| sky130_fd_sc_hd__a21oi_1 | 31 | 0.035 |
| sky130_fd_sc_hd__nor2_1 | 44 | 0.037 |
| sky130_fd_sc_hd__xnor2_1 | 12 | 0.024 |
| sky130_fd_sc_hd__nand2_1 | 64 | 0.054 |
| sky130_fd_sc_hd__o221ai_1 | 12 | 0.024 |
| sky130_fd_sc_hd__nor3_1 | 16 | 0.018 |
| sky130_fd_sc_hd__mux2i_1 | 23 | 0.052 |
| sky130_fd_sc_hd__nand3_1 | 16 | 0.018 |
==> worst reg2reg max path: cells and delay by family, from the launching register on <==
kind,cells,cell delay (ns)
compound gates,12,3.63
simple gates,3,0.73
mux,1,0.15
fa+ha+maj,1,0.46
flops,1,0.72
==> power groups by stage <==
| stage | Combinational (W) | Clock (W) | Sequential, W |
|---|---|---|---|
| after CTS | 0.000406 | 0.000122 | 0.000247 |
| after global routing | 0.000459 | 0.000131 | 0.000253 |
| final | 0.000410 | 0.000118 | 0.000247 |
==> kinds of logic after synthesis <==
| kind of cell | synth area share |
|---|---|
| AND-OR/OR-AND | 0.3466 |
| AND/OR/NAND/NOR | 0.2254 |
| buffers and inverters | 0.06725 |
| flip-flops | 0.2431 |
| multiplexers | 0.05430 |
| XOR/XNOR | 0.03348 |
| adder cells (fa/ha/maj) | 0.02983 |
==> layout by cell type, fill, tap and decap left out, drive strengths merged, types with 13 or more instances in the layout <==
master	n
inv	15
dfxtp	54
nand2	64
o22ai	14
clkdlybuf4s50	54
o21ai	45
nand3	17
a21oi	31
o31ai	14
nor3	18
mux2i	23
nor2	44
o21a	13
Power and IR drop assume default switching activity.
